### config.mk
export PLATFORM = sky130hd
export DESIGN_NAME = cnn_accelerator
export DESIGN_NICKNAME = cnn_accelerator
export VERILOG_FILES = /design/flow/design.v
export SDC_FILE = /design/flow/constraint.sdc
export NUM_CORES = 4
export LEC_CHECK = 1
export CORE_UTILIZATION = 30
### run.sh
#!/bin/bash
# OpenROAD 26Q1-2900-gdf79404cd8, Yosys 0.63+post, stock flow scripts
make -C /OpenROAD-flow-scripts/flow DESIGN_CONFIG=/design/flow/config.mk WORK_HOME=/design/flow/orfs finish
### design.v
module cnn_accelerator (
    input clk,
    input reset,
    input [7:0] pixel_in,
    input [1:0] kernel_size,
    output reg detected
);
    wire signed [15:0] conv_result;
    systolic_array sa (
        .clk(clk),
        .reset(reset),
        .kernel_size(kernel_size),
        .pixel_in(pixel_in),
        .conv_result(conv_result)
    );
    always @(posedge clk or posedge reset) begin
        if (reset)
            detected <= 0;
        else begin
            case (kernel_size)
                2'b00: detected <= (conv_result > 16'sd200);
                2'b01: detected <= (conv_result > 16'sd500);
                2'b10: detected <= (conv_result > 16'sd1000);
                default: detected <= 0;
            endcase
        end
    end
endmodule
module kernel_rom (
    input [1:0] kernel_size,
    input [5:0] addr,   
    output reg signed [7:0] kernel_val
);
    always @(*) begin
        case (kernel_size)
            2'b00: begin  
                case (addr)
                    0, 6: kernel_val = 1;
                    1, 7: kernel_val = 0;
                    2, 8: kernel_val = -1;
                    3, 5: kernel_val = 2;
                    4: kernel_val = 0;
                    default: kernel_val = -2;
                endcase
            end
            2'b01: begin  
                case (addr)
                    0, 4, 20, 24: kernel_val = 1;
                    1, 3, 21, 23: kernel_val = 2;
                    2, 22: kernel_val = 4;
                    5, 15: kernel_val = 3;
                    10, 14: kernel_val = 6;
                    6, 18: kernel_val = -1;
                    7, 17: kernel_val = -2;
                    8, 16: kernel_val = -4;
                    default: kernel_val = 0;
                endcase
            end
            2'b10: begin  
                kernel_val = (addr[0] == 1'b0) ? 1 : -1;
            end
            default: kernel_val = 0;
        endcase
    end
endmodule
module pe (
    input clk,
    input reset,
    input signed [7:0] pixel,
    input signed [7:0] weight,
    input signed [15:0] partial_sum_in,
    output reg signed [15:0] partial_sum_out
);
    always @(posedge clk or posedge reset) begin
        if (reset)
            partial_sum_out <= 0;
        else
            partial_sum_out <= partial_sum_in + (pixel * weight);
    end
endmodule
module systolic_array (
    input clk,
    input reset,
    input [1:0] kernel_size,
    input [7:0] pixel_in,
    output reg signed [15:0] conv_result
);
    reg [5:0] index;
    wire signed [7:0] kernel_val;
    reg signed [15:0] partial_sum;
    wire signed [15:0] pe_sum;
    kernel_rom kr (
        .kernel_size(kernel_size),
        .addr(index),
        .kernel_val(kernel_val)
    );
    pe pe_inst (
        .clk(clk),
        .reset(reset),
        .pixel(pixel_in),
        .weight(kernel_val),
        .partial_sum_in(partial_sum),
        .partial_sum_out(pe_sum)
    );
    always @(posedge clk or posedge reset) begin
        if (reset) begin
            index <= 0;
            partial_sum <= 0;
            conv_result <= 0;
        end else begin
            if ((kernel_size == 2'b00 && index < 9) ||
                (kernel_size == 2'b01 && index < 25) ||
                (kernel_size == 2'b10 && index < 49)) begin
                partial_sum <= pe_sum;
                index <= index + 1;
            end else begin
                conv_result <= partial_sum;
                index <= 0;
                partial_sum <= 0;
            end
        end
    end
endmodule
### constraint.sdc
current_design cnn_accelerator

set clk_period 13.7
set clk_io_pct 0.2

create_clock -name clk0 -period $clk_period [get_ports {clk}]

set non_clock_inputs [all_inputs -no_clocks]
set_input_delay [expr $clk_period * $clk_io_pct] -clock clk0 $non_clock_inputs
set_output_delay [expr $clk_period * $clk_io_pct] -clock clk0 [all_outputs]
==> summary.txt <==
The run has ended; figures from its reports follow.

The area taken by flip-flops and latches came out at 1376 µm². The area growth from synthesis to layout is 9.838%. The final hold violation count came out at 0. The initial core utilization is 0.3095.

The synth_stat.txt file lists the number of cells as between 400 and 500. The yosys synthesis chip area came out at 4935 µm². The via count of the first global-routing pass was 3397. Per the GRT congestion report, total overflow comes to 0.

Per the synth stats, the proportion of register bits with asynchronous set or reset is 1.000. The final weighted congestion recorded by global placement is 0.8536. Of the available clock period, the critical path in the final layout requires 0.6580. Along the worst path, the maximum fanout reaches 14. The setup slack at placement came out at about 4.3 ns. The category of the worst setup path capture point is a register. The critical path goes through clkdlybuf4s50_1 -> nor4_4 -> a221oi_2 -> o31ai_4 -> inv_2 -> and2_1 -> fa_1 -> fa_1 -> inv_1 -> fa_1 -> inv_1 -> fa_1 -> ha_1 -> ha_1 -> a21o_1 -> a21oi_1 -> o21bai_1 -> a2111oi_0 -> nor2_1 -> o311ai_1. In this run the deepest clock path goes through 2 buffers.

The number of standard cells after synthesis came out at between 400 and 500. The post-synthesis sequential area ratio is 0.2789. The estimated wirelength of the detail-placed design is approximately 7400 µm. The number of vias per cell is 4.658. Per the layout area report, the combinational gate area comes to roughly 3300 µm². The chip occupies roughly 17000 µm². The count of maximum capacitance violations came out at 0. The final setup violation count came out at 0. The cell at the slowest stage of the critical path is sky130_fd_sc_hd__clkdlybuf4s50_1. The worst hold margin came out at about 0.43 ns. For this run, the script counts the antenna cells in the layout as 0. The type of the most critical hold path is reg2reg. Once the clock tree was built, the setup fixing pass inserted 0 buffers. The deepest level of the CTS H-tree came out at 2. The biggest cell delay along the critical path is 0.70 ns.

The final routed DRC violation total came out at 0. The actual transition at the worst max-transition pin came out at roughly 0.77 ns. The minimum clock period came out at about 9 ns. Per the final layout report, the fraction of cells sized above drive strength 1 comes to 0.06787. The peak clock frequency supported by timing is approximately 0.11 GHz.

Setup repair after global routing left no endpoint under its margin. The smallest setup slack after layout is between 4 and 5 ns. The number of antenna violations at the first check in global routing came out at 0. The relative slew slack is 0.4843.

Per the OpenROAD floorplan log, the width of the die is 130.3 µm. The first global-routing pass estimated approximately 17000 µm of wire. The maximum number of pins on one net before global-route repair came out at roughly 56. The post-CTS resize count is 0. The count of nets left with antenna violations once routing finished came out at 0. Data on the critical path is required at its endpoint by 13.90 ns. The setup total negative slack came out at 0 ns. The region available for standard cell placement spans between 15000 and 20000 µm². The synthesized area is roughly 5000 µm². The first-pass iteration count of the detailed router is 4.

The most used flip-flop cell is sky130_fd_sc_hd__dfrtp_1. The most frequent cell on the critical path is sky130_fd_sc_hd__fa_1. The type of the worst setup path is in2reg. The total CTS buffers is 5.

The average detailed-routed wire length per instance is approximately 14 µm. The number of distinct library cells after synthesis is ~55. Wires add up to ~9500 µm. The count of input and output buffers is 12.

The later-pin clock latency in the skew report is 0.30 ns. The synthesized design contains 0 enable-type register cells. The number of clock sinks seen by CTS came out at 55.

The post-cts hold-fix buffer tally is 0. CTS placed an instance of sky130_fd_sc_hd__clkbuf_16 at the clock tree root. Across the routed clock network, the largest skew measured is 0.007231 ns. The layout filler cell count is around 1600.

The average cell area after synthesis is between 10 and 15 µm². The run finished with clean final reports. Counting the warning lines in the Yosys log gives 4.

The DRC marker count from the first detailed-route iteration came out at 149. The data arrival time at the worst-slack endpoint is around 9.2 ns.

The all-layer global routing usage is 0.1330. The count of boundary I/O pins came out at 13. The launching element type of the critical path is an input port. For reference, the final report shows the max-slew violation count at 0. TritonCTS built the clock tree. The die is around 130 µm tall. Per the synth log, the flip-flop and latch total comes to 55.

After clock tree synthesis, the clock-pin slew on the worst setup and hold paths is about 0.070 ns. Warnings raised by the tools during the run amount to 31. The number of core rows came out at 46. The final route contains 3065 vias.
[synth_stat cells (all sizes together), types with 2 or more instances]
library cell | count | area share
a211oi | 3 | 0.0046
nor2 | 24 | 0.018
a21oi | 11 | 0.011
xor2 | 6 | 0.011
nor3b | 2 | 0.0030
nand2 | 20 | 0.016
a2111oi | 2 | 0.0036
a31oi | 5 | 0.0076
nand3b | 2 | 0.0030
a2bb2oi | 2 | 0.0036
nor3 | 3 | 0.0030
clkbuf | 4 | 0.0030
nor2b | 4 | 0.0051
nand3 | 4 | 0.0041
or3 | 2 | 0.0025
a221oi | 3 | 0.0066
fa | 66 | 0.27
buf | 12 | 0.015
a211o | 2 | 0.0036
ha | 44 | 0.11
and3 | 20 | 0.025
nand2b | 14 | 0.019
inv | 45 | 0.034
mux2 | 15 | 0.034
and2 | 17 | 0.022
dfrtp | 55 | 0.28
a21o | 4 | 0.0061
mux2i | 2 | 0.0041
o21ai | 5 | 0.0051
o31ai | 2 | 0.0058
xnor2 | 15 | 0.027
o31a | 3 | 0.0053
a22oi | 2 | 0.0030
[flip-flops by register name (all words and copies together), names as in the netlist]
signal,flops
detected,1
sa.conv_result,16
sa.pe_inst.partial_sum_out,16
sa.index,6
sa.partial_sum,16
[worst paths after layout]
path	from	endpoint	slack (ns)	cells after the start
max	kernel_size[1]	sa.pe_inst.partial_sum_out[14]	4.69	20
min	sa.conv_result[15]	detected	0.43	1
max reg2reg	sa.index[0]	sa.pe_inst.partial_sum_out[14]	6.86	20
min reg2reg	sa.conv_result[15]	detected	0.43	1
max in group asynchronous	reset	sa.pe_inst.partial_sum_out[10]	10.27	3
min in group asynchronous	reset	sa.conv_result[4]	2.96	3
[cells by family after synthesis]
kind of cell | count (synthesis) | share of synthesized area
flip-flops | 55 | 0.2789
AND/OR/NAND/NOR | 117 | 0.1313
AND-OR/OR-AND | 53 | 0.08291
adder cells (fa/ha/maj) | 110 | 0.3793
multiplexers | 17 | 0.03829
XOR/XNOR | 21 | 0.03727
buffers and inverters | 61 | 0.05198
[layout make-up]
cell class | count | share of cell area
clock buffers | 5 | 0.02308
well taps | 216 | 0.04986
flip-flops and latches | 55 | 0.2539
clock inverters | 3 | 0.005078
repair buffers | 16 | 0.02770
multi-input cells | 318 | 0.6092
inverters | 45 | 0.03116
[cell usage in the layout, fill, tap and decap left out, drive strengths merged, types with 2 or more instances in the layout]
cell and count:
fa 66, dfrtp 55, inv 46, ha 44, nor2 24, and3 20, nand2 20, and2 17
xnor2 15, mux2 15, nand2b 14, clkdlybuf4s50 12, a21oi 11, xor2 6, o21ai 5, clkbuf 5
a31oi 5, nand3 4, a21o 4, nor2b 4, buf 4, nor3 3, o31a 3, a211oi 3
a221oi 3, nor3b 2, nand3b 2, a211o 2, a2111oi 2, a2bb2oi 2, mux2i 2, or3 2
a22oi 2, o31ai 2
[routing by layer]
metal / routed length, µm / track usage
met5: 0 / 0
met4: 103 / 0.009576
met3: 621 / 0.04342
met2: 4431 / 0.2099
met1: 4299 / 0.1922
[critical path: cells and delay by family]
kind                       cells  cell delay [ns]
AOI/OAI and AO/OA              7             2.08
adders and majority gates      6             2.60
buffers and inverters          4             1.01
and+or+nand+nor                3             0.77
[through the flow]
stage                     area, µm²  instances  utilization
after detailed placement       5268        650       0.3304
after global routing           5420        658       0.3400
after CTS                      5420        658       0.3400
after global placement         5268        650       0.3304
final                          5420        658       0.3400
after floorplan                4935        434            -
